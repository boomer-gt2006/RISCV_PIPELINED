$ cat /design/flow/config.mk
export PLATFORM = sky130hd
export DESIGN_NAME = riscv_top
export DESIGN_NICKNAME = riscv_top
export VERILOG_FILES = /design/flow/design.v
export SDC_FILE = /design/flow/constraint.sdc
export NUM_CORES = 4
export LEC_CHECK = 1
export CORE_UTILIZATION = 30
export SYNTH_HDL_FRONTEND = slang
export SYNTH_MEMORY_MAX_BITS = 65536
$ cat /design/flow/constraint.sdc
current_design riscv_top

set clk_period 6.6
set clk_io_pct 0.2

create_clock -name clk0 -period $clk_period [get_ports {clk}]

set non_clock_inputs [all_inputs -no_clocks]
set_input_delay [expr $clk_period * $clk_io_pct] -clock clk0 $non_clock_inputs
set_output_delay [expr $clk_period * $clk_io_pct] -clock clk0 [all_outputs]
$ cat /design/flow/design.v
`timescale 1ns / 1ps
module ALU(input  logic [31:0] A, B, 
           input  logic  [2:0] ALUControl,
           output logic [31:0] ALUResult,
           output logic        Zero
    );
always_comb    
    case(ALUControl)
        3'b000:ALUResult = A+B; 
        3'b001:ALUResult = A-B; 
        3'b010:ALUResult = A&B; 
        3'b011:ALUResult = A|B; 
        3'b101:ALUResult = (A<B)?32'd1:32'd0;
        default: ALUResult = 32'd0;
        endcase
assign Zero = (ALUResult==32'd0);
endmodule
`timescale 1ns / 1ps
module HazardUnit(input  logic        RegWriteM, RegWriteW, ResultSrcE0, PCSrcE,
                  input  logic [4:0]  Rs1E, Rs2E, Rs1D, Rs2D,
                  input  logic [4:0] RdM, RdW, RdE,
                  output logic        StallF, StallD, FlushD, FlushE,
                  output logic [1:0]  ForwardAE, ForwardBE 
    );
logic lwStall;
assign lwStall = ResultSrcE0 &&
                 (RdE != 5'd0) &&
                 ((Rs1D == RdE) || (Rs2D == RdE));
assign StallF=lwStall;
assign StallD=lwStall;
assign FlushD=PCSrcE;
assign FlushE=lwStall|PCSrcE;
always_comb
begin
    ForwardAE=2'b00; 
    if(((Rs1E==RdM)&&RegWriteM)&&(Rs1E!=0)) ForwardAE=2'b10; 
    else if(((Rs1E==RdW)&&RegWriteW)&&(Rs1E!=0)) ForwardAE=2'b01; 
end
always_comb
begin
    ForwardBE=2'b00; 
    if(((Rs2E==RdM)&&RegWriteM)&&(Rs2E!=0)) ForwardBE=2'b10; 
    else if(((Rs2E==RdW)&&RegWriteW)&&(Rs2E!=0)) ForwardBE=2'b01; 
end
endmodule
`timescale 1ns / 1ps
module adder(input  [31:0] a,b,
             output [31:0] y
    );
    assign y=a+b;
endmodule
`timescale 1ns / 1ps
module aludec(input  logic       opb5,
              input  logic [2:0] funct3,
              input  logic       funct7b5,
              input  logic [1:0] ALUOp,
              output logic [2:0] ALUControl
    );
logic RTypeSub;
assign RTypeSub=funct7b5&opb5;
always_comb
    case(ALUOp)
        2'b00: ALUControl = 3'b000; 
        2'b01: ALUControl = 3'b001; 
        default: case(funct3) 
                    3'b000: if(RTypeSub) ALUControl = 3'b001; 
                            else ALUControl = 3'b000; 
                    3'b010: ALUControl = 3'b101; 
                    3'b110: ALUControl = 3'b011; 
                    3'b111: ALUControl = 3'b010; 
                    default: ALUControl=3'bxxx;
                 endcase
    endcase
endmodule
`timescale 1ns / 1ps
module controller(input  logic [6:0] op,
                  input  logic [2:0] funct3,
                  input  logic       funct7b5,
                  output logic [1:0] ResultSrc,
                  output logic       MemWrite,
                  output logic       ALUSrc,
                  output logic       RegWrite, Jump, Branch,
                  output logic [1:0] ImmSrc,
                  output logic [2:0] ALUControl 
    );
logic [1:0] ALUOp;
maindec md(op, 
ResultSrc, 
MemWrite, 
Branch,
ALUSrc, 
RegWrite, 
Jump, 
ImmSrc, 
ALUOp
 );
aludec ad(
op[5], 
funct3, 
funct7b5, 
ALUOp, 
ALUControl
);
endmodule
`timescale 1ns / 1ps
module dmem(input  logic        clk, we,
            input  logic [31:0] a, wd,
            output logic [31:0] rd
    );
logic [31:0] RAM[63:0];
assign rd=RAM[a[31:2]];  
always_ff @(posedge clk)
    if(we) RAM[a[31:2]]<=wd;
endmodule
`timescale 1ns / 1ps
module ex_stage(input  logic ALUSrcE, JumpE, BranchE,
                input  logic  [1:0] ForwardAE, ForwardBE,
                input  logic  [2:0] ALUControlE,
                input  logic [31:0] RD1E, RD2E, PCE, ImmExtE, ResultW, ALUResultM,
                output logic        PCSrcE,
                output logic [31:0] ALUResultE, WriteDataE, PCTargetE
    );
logic ZeroE;
logic [31:0] SrcAE, SrcBE;
mux3 #(32) srcamux(RD1E, ResultW, ALUResultM, ForwardAE, SrcAE);
mux3 #(32) srcbmux(RD2E, ResultW, ALUResultM, ForwardBE, WriteDataE);
mux2 #(32) srcbemux(WriteDataE, ImmExtE, ALUSrcE, SrcBE);
adder ex_add(PCE, ImmExtE, PCTargetE);
ALU ALU(SrcAE, SrcBE, ALUControlE, ALUResultE, ZeroE);
always_comb begin
    PCSrcE = 1'b0;    
    if (BranchE && ZeroE)
        PCSrcE = 1'b1;
    else if (JumpE)
        PCSrcE = 1'b1;
end
endmodule
`timescale 1ns / 1ps
module extend(input  logic [31:7] instr,
              input  logic [1:0]  immsrc,
              output logic [31:0] immext
     );
always_comb
    case(immsrc)
        2'b00: immext={{20{instr[31]}}, instr[31:20]};
        2'b01: immext={{20{instr[31]}},instr[31:25],instr[11:7]};
        2'b10: immext={{20{instr[31]}},instr[7],instr[30:25],instr[11:8],1'b0};
        2'b11: immext={{12{instr[31]}},instr[19:12],instr[20],instr[30:21],1'b0};
        default: immext=32'bx; 
    endcase
endmodule
`timescale 1ns / 1ps
module flopenr #(parameter WIDTH=8)(
                 input  logic             clk, reset, en,
                 input  logic [WIDTH-1:0] d,
                 output logic [WIDTH-1:0] q
                );
always_ff @(posedge clk, posedge reset)
    if(reset)    q<=0;
    else if(~en) q<=d; 
endmodule
`timescale 1ns / 1ps
module flopenrc #(parameter WIDTH=8)(
                 input  logic             clk, reset, en,clr,
                 input  logic [WIDTH-1:0] d,
                 output logic [WIDTH-1:0] q
                );
always_ff @(posedge clk, posedge reset)
    if(reset)     q<=0;
    else if(clr)  q<=0;
    else if(~en)  q<=d; 
endmodule
`timescale 1ns / 1ps
module flopr #(parameter WIDTH=8)
              (input  logic             clk, reset,
               input  logic [WIDTH-1:0] d,
               output logic [WIDTH-1:0] q
              );
always_ff @(posedge clk, posedge reset)
    if(reset)  q<=0;
    else       q<=d;
endmodule
`timescale 1ns / 1ps
module floprc #(parameter WIDTH=8)
              (input  logic             clk, reset, clr,
               input  logic [WIDTH-1:0] d,
               output logic [WIDTH-1:0] q
              );
always_ff @(posedge clk, posedge reset)
    if(reset)    q<=0;
    else if(clr) q<=0;
    else         q<=d;
endmodule
`timescale 1ns / 1ps
module id_stage(input  logic        clk, RegWriteW,
                input  logic [31:0] InstrD,
                input  logic  [1:0] ImmSrcD,
                input  logic [31:0] ResultW,
                input  logic  [4:0] RdW,
                output logic [31:0] RD1D, RD2D, ImmExtD
    );
regfile regfile(clk, RegWriteW, InstrD[19:15], InstrD[24:20], RdW, ResultW, RD1D, RD2D);
extend extend(InstrD[31:7], ImmSrcD, ImmExtD);
endmodule
`timescale 1ns / 1ps
module if_stage(input  logic clk, reset, PCSrcE, stallF,
                input  logic [31:0] PCTargetE,
                output logic [31:0] PCPlus4F, InstrF, PCF
    );
logic [31:0] PCNext;
adder pcadd4(PCF, 32'd4, PCPlus4F);
flopenr #(32) pcreg(clk, reset,stallF, PCNext, PCF); 
mux2 #(32) pcmux(PCPlus4F, PCTargetE, PCSrcE, PCNext);
imem imem(PCF, InstrF);
endmodule
`timescale 1ns / 1ps
module imem(input  logic [31:0] a,
            output logic [31:0] rd
    );
logic [31:0] RAM[63:0];
initial $readmemh("riscvtext.txt",RAM);
assign rd=RAM[a[31:2]]; 
endmodule
`timescale 1ns / 1ps
module maindec(input  logic [6:0] op,
               output logic [1:0] ResultSrc,
               output logic       MemWrite,
               output logic       Branch, ALUSrc,
               output logic       RegWrite, Jump,
               output logic [1:0] ImmSrc,
               output logic [1:0] ALUOp 
    );
logic [10:0] controls;
assign {RegWrite, ImmSrc, ALUSrc, MemWrite, 
ResultSrc, Branch, ALUOp, Jump}=controls;
always_comb begin
    case(op)
        7'b0000011: controls=11'b1_00_1_0_01_0_00_0; 
        7'b0100011: controls=11'b0_01_1_1_00_0_00_0; 
        7'b0110011: controls=11'b1_xx_0_0_00_0_10_0; 
        7'b1100011: controls=11'b0_10_0_0_00_1_01_0; 
        7'b0010011: controls=11'b1_00_1_0_00_0_10_0; 
        7'b1101111: controls=11'b1_11_0_0_10_0_00_1; 
        default   : controls=11'bx_xx_x_x_xx_x_xx_x; 
    endcase
    end
endmodule
`timescale 1ns / 1ps
module mem_stage(input  logic clk, MemWriteM, 
                 input  logic [31:0] ALUResultM, WriteDataM,
                 output logic [31:0] ReadDataM 
    );
dmem dmem(clk, MemWriteM, ALUResultM, WriteDataM, ReadDataM);
endmodule
`timescale 1ns / 1ps
module mux2 #(parameter WIDTH=8)(
              input  logic [WIDTH-1:0] d0,d1,
              input  logic             s,
              output logic [WIDTH-1:0] y
             );
assign y=s?d1:d0;    
endmodule
`timescale 1ns / 1ps
module mux3 #(parameter WIDTH=8)(
              input  logic [WIDTH-1:0] d0,d1,d2,
              input  logic [1:0]       s,
              output logic [WIDTH-1:0] y
             );
assign y=s[1]?d2:(s[0]?d1:d0);    
endmodule
`timescale 1ns / 1ps
module regfile(input  logic       clk, we3,
               input  logic [4:0] A1, A2, A3,
               input  logic [31:0] WD3,
               output logic [31:0] RD1, RD2
    );
logic [31:0] RAM[0:31];
assign RD1=(A1==5'd0)?32'd0:RAM[A1];
assign RD2=(A2==5'd0)?32'd0:RAM[A2];
always_ff @(negedge clk) 
    if(we3 && A3!=5'd0) RAM[A3]<=WD3;
endmodule
`timescale 1ns / 1ps
module riscv_top(input  logic clk, reset,
output logic        MemWriteM,
output logic [31:0] WriteDataM, ALUResultM, PCF,InstrF
    );
    logic       MemWriteD, ALUSrcD, RegWriteD, JumpD, BranchD;
    logic [1:0] ImmSrcD, ResultSrcD;
    logic [2:0] ALUControlD;
    logic       PCSrcE, ALUSrcE, JumpE, BranchE, RegWriteE, MemWriteE;
    logic [1:0] ResultSrcE;
    logic [2:0] ALUControlE;
    logic       RegWriteM, MemWriteM;
    logic [1:0] ResultSrcM;
    logic       RegWriteW;
    logic [1:0] ResultSrcW;
    logic [31:0] InstrF, PCF, PCPlus4F;
    logic [4:0] Rs1D, Rs2D;
    logic [31:0] InstrD, PCD, PCPlus4D, ImmExtD, RD1D, RD2D;
    logic [4:0]  Rs1E, Rs2E, RdE;
    logic [31:0] PCTargetE, RD1E, RD2E, PCE, ImmExtE, PCPlus4E, ALUResultE, WriteDataE;
    logic [4:0]  RdM;
    logic [31:0] ALUResultM, PCPlus4M, ReadDataM, WriteDataM;
    logic [4:0]  RdW;
    logic [31:0] ResultW, PCPlus4W, ALUResultW, ReadDataW;
logic       StallF, StallD; 
logic       FlushD,  FlushE; 
logic [1:0] ForwardAE, ForwardBE; 
assign {Rs2D, Rs1D}=InstrD[24:15];
    if_stage fetch(clk, reset, StallF, PCSrcE, PCTargetE, PCPlus4F, InstrF, PCF);
    flopenrc #(32) instr_if_id_pipe(clk, reset, StallD, FlushD, InstrF, InstrD);
    flopenrc #(32) pc_if_id_pipe(clk, reset, StallD, FlushD, PCF, PCD);
    flopenrc #(32) pc4_if_id_pipe(clk, reset, StallD, FlushD, PCPlus4F, PCPlus4D);
    id_stage decode(clk, RegWriteW, InstrD, ImmSrcD,ResultW, RdW, RD1D, RD2D, ImmExtD);
    floprc #(32) rd1_pipe   (clk, reset, FlushE, RD1D, RD1E);
    floprc #(32) rd2_pipe   (clk, reset, FlushE, RD2D, RD2E);
    floprc #(32) pc_pipe    (clk, reset, FlushE, PCD,  PCE);
    floprc #(5)  rs1_pipe   (clk, reset, FlushE, InstrD[19:15], Rs1E);
    floprc #(5)  rs2_pipe   (clk, reset, FlushE, InstrD[24:20], Rs2E);
    floprc #(5)  rd_pipe    (clk, reset, FlushE, InstrD[11:7],  RdE);
    floprc #(32) imm_pipe   (clk, reset, FlushE, ImmExtD, ImmExtE);
    floprc #(32) pc4_pipe   (clk, reset, FlushE, PCPlus4D, PCPlus4E);
    ex_stage execute(ALUSrcE, JumpE, BranchE, ForwardAE, ForwardBE, ALUControlE, RD1E, RD2E, PCE, ImmExtE, ResultW, ALUResultM, PCSrcE, ALUResultE, WriteDataE, PCTargetE);
    flopr #(101) ex_to_mem(clk, reset, {ALUResultE, WriteDataE, RdE, PCPlus4E}, {ALUResultM, WriteDataM, RdM, PCPlus4M});
    mem_stage memory(clk, MemWriteM, ALUResultM, WriteDataM, ReadDataM);
    flopr #(101) mem_to_wb(clk, reset, {ALUResultM, ReadDataM, RdM, PCPlus4M}, {ALUResultW, ReadDataW, RdW, PCPlus4W});
    wb_stage writeback(ResultSrcW, ReadDataW, ALUResultW, PCPlus4W, ResultW);
controller control_unit(InstrD[6:0], InstrD[14:12], InstrD[30], ResultSrcD, MemWriteD, ALUSrcD, RegWriteD, JumpD, BranchD, ImmSrcD, ALUControlD);
floprc #(10) id_to_ex_control(clk, reset, FlushE, {RegWriteD, ResultSrcD, MemWriteD, JumpD, BranchD, ALUControlD, ALUSrcD}, {RegWriteE, ResultSrcE, MemWriteE, JumpE, BranchE, ALUControlE, ALUSrcE});
flopr #(4) ex_to_mem_control(clk, reset, {RegWriteE,ResultSrcE, MemWriteE}, {RegWriteM, ResultSrcM, MemWriteM});
flopr #(3) mem_to_wb_control(clk, reset, {RegWriteM, ResultSrcM}, {RegWriteW, ResultSrcW});
HazardUnit hazard_unit(RegWriteM, RegWriteW, ResultSrcE[0], PCSrcE, Rs1E, Rs2E, InstrD[19:15], InstrD[24:20], RdM, RdW, RdE, StallF, StallD, FlushD, FlushE, ForwardAE, ForwardBE);
endmodule
`timescale 1ns / 1ps
module wb_stage(input  logic [1:0]  ResultSrcW,
                input  logic [31:0] ReadDataW, ALUResultW, PCPlus4W,
                output logic [31:0] ResultW
    );
mux3 #(32) wb_mux(ALUResultW, ReadDataW, PCPlus4W, ResultSrcW, ResultW);
endmodule
$ cat /design/flow/run.sh
#!/bin/bash
# OpenROAD 26Q1-2900-gdf79404cd8, Yosys 0.63+post, stock flow scripts
make -C /OpenROAD-flow-scripts/flow DESIGN_CONFIG=/design/flow/config.mk WORK_HOME=/design/flow/orfs finish
==> results.cfg <==
; implementation run metrics
[clock_tree]
cts_tree = yes
worstSkewPairLatency_ns = 0.28
cts_root_buf = clkbuf_8
cts.repair.resized = 0
postCtsSetupRepairBufs = 0
clk_pin_slew_worst_paths_ns = 0.06
cts.htree.levels = 2
cts_made_buffers = 5
ctsHoldBuffers = 0
clkSinkCount = 30
cts_buffer_depth = 2

[final_timing]
fin_tns_setup_ns = 0
finalCritPeriodShare_pct = 38.71
hold_slack_ns = 0.4934
maxSlewViolCount = 0
finalClockSkew_ns = 0.003098
setup_violations = 0
min_period_ns = 2.555
rsz0062_at_grt = no
fmaxAchievable_ghz = 0.3914
hold_violations = 0

[detailed_routing]
wirelength_um = 2968
via_per_inst = 3.602
drt_iter0_drc = 47
dr.pass1.iters = 4
drc = 0
ant_nets = 0
diodes = 0
wl_per_cell_um = 9.021
dr_total_vias = 1185

[synth]
yosysUniqueCellTypes = 21
flop_cell = dfrtp_1
ys_ff = 30
synth_cells = 212
netlist_area_um2 = 2098
synth-edff-count = 0
postSynthSeqShare_pct = 35.78
ys_cells = 212
async_flop_share_pct = 100.0
ys.warnings.count = 0
yosys-stat-area_um2 = 2098
syn_area_per_cell_um2 = 9.897

[global_routing]
grt_pass1_wl_um = 4574
grt-ovfl-total = 0
antenna_found_initial = 0
grt_max_degree = 31
first_global_vias = 929
track_usage_pct = 8.043

[pwr]
p_seq_share_pct = 57.2
p_int_mw = 0.2573
swShare_pct = 20.03
ir_worst_vdd_uv = 53.06
clock_power_share_pct = 41.0
combinationalPowerShare_pct = 1.8
switching_power_mw = 0.06442
p_leak_nw = 1.097
power.density_nw_per_um2 = 145.6
power_mw = 0.3217

[setup_path]
critPathKind = register to output port
cp-start-kind = register
cp_data_arrival_time_ns = 1.23
critical_path.max_fanout = 6
r2r_setup_slack_ns = 4.91
cp-endpoint = PCF[4]
reg2regPathDepth = 5
reg2reg_from = fetch.pcreg.q[2]
cp_num_cells = 1
critical_path.max_stage_delay_ns = 0.50
end_kind = output port
required_ns = 5.28
path_cells = clkdlybuf4s50_1
cpLargestDelayFamily = buffers and inverters
rr_endpoint = fetch.pcreg.q[12]
critPathSlowestCell = clkdlybuf4s50_1
startpoint = fetch.pcreg.q[4]
critPathBufInv = 1

[placed_design]
place_congestion = 0.7531
postPlaceCellArea_um2 = 2133
hpwl_um = 2292
io_buffers = 31

[flow_run]
warning_count = 25
cap_violations = 0

[cells_and_area]
logic_area_um2 = 953.4
register_area_um2 = 750.7
reg_top3 = fetch.pcreg.q (30)
layout_top_cell = conb_1
fin_util_pct = 32.70
largest-register = fetch.pcreg.q
lay_top_cells = conb_1, clkdlybuf4s50_1, dfrtp_1
fill_cells = 685
syn_to_final_growth_pct = 5.307
drive_gt1_share_pct = 4.819
largest_register_ffs = 30
final_area_um2 = 2210

[floorplan]
std_cell_rows = 30
fp-utilization_pct = 31.06
core_area_um2 = 6756
die.size.y_um = 85.63
die_area_um2 = 7333
io_pins = 131
die-width_um = 85.63

[outcome]
status = finished, final reports clean

[hold_path]
hp-class = register to register
cells in the mapped netlist (2+ instances only):
cell type / n / area, um2
nand3_1: 14 / 70.07
dfrtp_1: 30 / 750.7
nand2_1: 5 / 18.77
inv_1: 3 / 11.26
buf_4: 100 / 750.7
and4_1: 4 / 35.03
xor2_1: 7 / 61.31
xnor2_1: 21 / 183.9
nand4_1: 7 / 43.79
nor2_1: 3 / 11.26
and3_1: 7 / 43.79
nor3_2: 2 / 20.02
cell families (layout without fill, tap and decap cells):
| group | after synthesis | after routing | synth area share, % |
|---|---|---|---|
| fa+ha+maj | 1 | 1 | 0.5962 |
| flops | 30 | 30 | 35.78 |
| simple gates | 49 | 49 | 15.44 |
| buf+inv | 103 | 42 | 36.31 |
| xor+xnor | 28 | 28 | 11.69 |
| other cells | 1 | 99 | 0.1787 |
worst min-delay path by stage:
stage,startpoint,end,cells past startpoint
after CTS,fetch.pcreg.q[31],fetch.pcreg.q[31],1
after global routing,fetch.pcreg.q[31],fetch.pcreg.q[31],1
final,fetch.pcreg.q[16],fetch.pcreg.q[16],1
power groups by stage:
stage                 clock network (mW)  logic [mW]  registers (mW)
final                              0.132     0.00567           0.184
after CTS                          0.138     0.00661           0.184
after global routing               0.148     0.00906           0.184
metrics by stage:
step           std cells  setup slack [ns]
2_1_floorplan        310             4.646
3_3_place_gp         322             4.346
3_5_place_dp         322             4.336
4_1_cts              329             4.037
5_1_grt              329             3.964
6_report             329             4.045
routing by layer:
layer	GRT usage (%)	wire [um]
met1	12.55	1300
met2	11.49	1357
met3	2.344	253
met4	1.212	58
met5	0	0
layout make-up:
cell class              count  share of cell area (%)
multi-input cells         177                   43.15
flip-flops and latches     30                   33.98
repair buffers             32                   14.38
well taps                  80                   4.530
clock buffers               7                   3.454
inverters                   3                  0.5096
No activity file was given, so power comes from the tool's default toggle rates.
